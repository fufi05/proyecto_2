## run.sh

```bash
#!/bin/bash
# OpenROAD 26Q1-2900-gdf79404cd8, Yosys 0.63+post, stock flow scripts
make -C /OpenROAD-flow-scripts/flow DESIGN_CONFIG=/design/flow/config.mk WORK_HOME=/design/flow/orfs finish
```

## config.mk

```make
export PLATFORM = sky130hd
export DESIGN_NAME = module_suma
export DESIGN_NICKNAME = module_suma
export VERILOG_FILES = /design/flow/design.v
export SDC_FILE = /design/flow/constraint.sdc
export NUM_CORES = 4
export LEC_CHECK = 1
export CORE_AREA = 10 10 70 70
export DIE_AREA = 0 0 80 80
```

## constraint.sdc

```tcl
current_design module_suma

set clk_period 11.2
set clk_io_pct 0.2

create_clock -name clk0 -period $clk_period

set non_clock_inputs [all_inputs -no_clocks]
set_input_delay [expr $clk_period * $clk_io_pct] -clock clk0 $non_clock_inputs
set_output_delay [expr $clk_period * $clk_io_pct] -clock clk0 [all_outputs]
```

## design.v

```verilog
module module_suma (
    input logic [11:0] a,b,
    output logic [12:0] s
    );
    assign s = a + b;
endmodule
```

==> results.json <==
{
  "layout_top_cell": "clkdlybuf4s50_1",
  "setup_violations": 0,
  "num_antenna_cells": 0,
  "criticalPathCategory": "in2out",
  "overflow": 0,
  "cts_resized": 0,
  "yosysCellCount": 82,
  "warnings": 32,
  "wl_per_cell_um": 12.3,
  "viasPerCell": 4.70,
  "fp-row-count": 21,
  "synth_area_per_cell_um2": 7.66,
  "worst_slew_pin_slew_ns": 0.496,
  "crit_required_ns": 8.96,
  "die_h_um": 80,
  "final_cell_mix": "37 x clkdlybuf4s50_1, 12 x ha_1, 8 x a21oi_1",
  "first_iter_violations": 17,
  "drtAntennaViolNets": 0,
  "ys_types": 33,
  "coreArea_um2": 3420,
  "postCtsHoldBufs": 0,
  "postSynthSeqShare_pct": 0,
  "power_mw": 0.0598,
  "register_area_um2": 0,
  "grt_max_degree": 9,
  "clock_buffers": 0,
  "num_vias": 771,
  "fp_util_pct": 18.4,
  "status": "complete, no violations",
  "ys_area_um2": 628,
  "grt_first_pass_wirelength_mm": 3.35,
  "routabilityCongestion": 0.811,
  "nFlopsAndLatches": 0,
  "route.detailed.drc": 0,
  "start_kind": "input pin",
  "drv_slew": 0,
  "max-cap-violations": 0,
  "routed_wl_mm": 2.02,
  "fin_crit_ns": 6.91,
  "track_usage_pct": 6.09,
  "end_kind": "output port",
  "max_freq_ghz": 0.145,
  "p_leak_nw": 0.429,
  "pwr_density_cell_nw_per_um2": 56.9,
  "hpwl_mm": 1.81,
  "vdd_ir_drop_max_v": 0.0000217,
  "pin_count": 37,
  "final.setup.worst_slack_ns": 4.29,
  "postCtsSetupRepairBufs": 0,
  "fin_setup_tns_ns": 0,
  "rsz0062_at_grt": "false",
  "chip_area_um2": 6400,
  "synthCells": 82,
  "area_delta_synth_final_pct": 67.3,
  "grt_pass1_vias": 734,
  "slew_headroom_pct": 66.6,
  "syn-cell-area_um2": 628,
  "drive_above_1_share_pct": 3.39,
  "die_w_um": 80,
  "finalHoldViolCount": 0,
  "port_buffers": 37,
  "arrival_ns": 4.67,
  "crit_fanout": 3,
  "pre_cts_ws_ns": 4.30,
  "antenna_found_initial": 0,
  "synth-warning-count": 0,
  "drtPass1Iterations": 4,
  "period_used_pct": 61.7,
  "hp-class": "in2out"
}
-- power by group --
| part | internal, mW | switching (mW) | leakage, nW | total, mW |
|---|---|---|---|---|
| combinational | 0.0376 | 0.0222 | 0.429 | 0.0598 |
| clock | 0 | 0 | 0 | 0 |
| sequential | 0 | 0 | 0 | 0 |
-- logic make-up after synthesis --
family | synth area share, %
buf+inv | 1.39
compound gates | 33.5
simple gates | 28.3
xor+xnor | 9.76
fa+ha+maj | 27.1
-- path summary, 6_finish.rpt --
path / from / endpoint / slack [ns] / cells past startpoint
max: a[0] / s[10] / 4.29 / 8
min: b[0] / s[0] / 5.51 / 3
-- critical path, stage by stage --
cell	delay (ns)
clkdlybuf4s50_1	0.41
ha_1	0.22
fa_1	0.43
a211oi_1	0.33
o21ai_0	0.18
a31oi_1	0.22
xnor2_1	0.15
clkdlybuf4s50_1	0.48
-- through the flow --
step,hold slack (ns),instance area [um^2],utilization [%],std cells
6_report,5.51,1050,30.8,164
5_1_grt,5.56,1050,30.8,164
4_1_cts,5.52,1050,30.8,164
3_5_place_dp,5.51,1050,30.8,164
3_3_place_gp,5.52,1050,30.8,164
2_1_floorplan,4.55,628,-,82
-- cell usage after synthesis (2+ instances only) --
master,n,area [um^2]
a2111oi_0,3,26.3
a21o_1,6,45.0
a21oi_1,8,40.0
a31o_1,2,17.5
ha_1,12,150
nand2_1,4,15.0
nand2b_1,2,12.5
nand3_1,4,20.0
nor2_1,4,15.0
nor2b_1,3,18.8
nor3b_1,2,15.0
o211ai_1,3,22.5
o21ai_0,2,10.0
or4_1,3,22.5
xnor2_1,5,43.8
xor2_1,2,17.5
-- metal layers --
layer / up-vias / wire, um / share of wire, % / track usage (%)
met5: - / 0 / 0 / 0
met4: 0 / 0 / 0 / 0
met3: 0 / 61 / 3.0 / 0.341
met2: 28 / 943 / 47 / 10.4
met1: 341 / 1020 / 50 / 8.62
li1: 402 / - / - / -
-- cell type report --
| cell class | count | area [um^2] |
|---|---|---|
| Tap cell | 46 | 57.6 |
| Fill cell | 387 | 2360 |
| Timing Repair Buffer | 37 | 370 |
| Multi-Input combinational cell | 80 | 619 |
| Inverter | 1 | 3.75 |
Power figures rest on the tool's default switching activity, not on a simulated workload.
