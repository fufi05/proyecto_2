==> flow/design.v <==
 module module_7segmentos(input logic[3:0] data,
                    output logic[6:0] segmentos);
 always_comb
 case(data)
 4'b0000: segmentos=7'b111_1110;
 4'b0001: segmentos=7'b011_0000;
 4'b0010: segmentos=7'b110_1101;
 4'b0011: segmentos=7'b111_1001;
 4'b0100: segmentos=7'b011_0011;
 4'b0101: segmentos=7'b101_1011;
 4'b0110: segmentos=7'b101_1111;
 4'b0111: segmentos=7'b111_0000;
 4'b1000: segmentos=7'b111_1111;
 4'b1001: segmentos=7'b111_0011;
 default:segmentos=7'b000_0000;
 endcase
 endmodule
==> flow/run.sh <==
#!/bin/bash
# OpenROAD 26Q1-2900-gdf79404cd8, Yosys 0.63+post, stock flow scripts
make -C /OpenROAD-flow-scripts/flow DESIGN_CONFIG=/design/flow/config.mk WORK_HOME=/design/flow/orfs finish
==> flow/config.mk <==
export PLATFORM = sky130hd
export DESIGN_NAME = module_7segmentos
export DESIGN_NICKNAME = module_7segmentos
export VERILOG_FILES = /design/flow/design.v
export SDC_FILE = /design/flow/constraint.sdc
export NUM_CORES = 4
export LEC_CHECK = 1
export CORE_AREA = 10 10 70 70
export DIE_AREA = 0 0 80 80
==> flow/constraint.sdc <==
current_design module_7segmentos

set clk_period 1.3
set clk_io_pct 0.2

create_clock -name clk0 -period $clk_period

set non_clock_inputs [all_inputs -no_clocks]
set_input_delay [expr $clk_period * $clk_io_pct] -clock clk0 $non_clock_inputs
set_output_delay [expr $clk_period * $clk_io_pct] -clock clk0 [all_outputs]
==> job_summary.md <==
## Implementation flow summary

| Metric | Value |
|---|---|
| Status | `finished with violations` |
| Failing checks | `negative setup slack` |
| DPL Wire Length | `566 um` |
| Die Ht | `approximately 80 um` |
| CP Launch Type | `input port` |
| Max Cap Violations | `0` |
| Leakage power | `a little over 0.2 nW` |
| GRT Total Usage | `0.0189` |
| Rel. slew slack | `0.906` |
| Crit Path Class | `in -> out` |
| Pwr/cell area | `281 nW/um2` |
| Vias in the first global route | `238` |
| Final wirelength | `717 um` |
| Row cnt | `21` |
| Post-route cell area | `435 um2` |
| Clock period minus worst slack | `about 1.3 ns` |
| Pin count of the biggest net entering global routing | `7` |
| Drt wl/cell | `7.79 um` |
| Final-report setup violation count | `3` |
| Tool warning count | `39` |
| Worst Tran Pin Value | `roughly 0.14 ns` |
| Synth area leader | `ha_1` |
| Fmax | `747 MHz` |
| Placed Instance Area | `between 300 and 400 um2` |
| Cell Area, Synth | `189 um2` |
| Layout Cells excl Fill | `92` |
| Antenna viol nets, final | `0` |
| Final setup margin | `-0.0391 ns` |
| Port buffer count | `11` |
| Yosys top cell by instances | `ha_1` |
| Unrepaired setup endpoints after global routing | `true` |
| Register share after synthesis | `0` |
| # Cells Yosys | `27` |
| GRT Residual Overflow | `0` |
| Antenna violations before repair | `0` |
| WP data arrival | `1.08 ns` |
| Distinct lib cells | `11` |
| Mean Syn Cell Area | `7.00 um2` |
| Via-to-Cell Ratio | `between 2 and 3` |
| Hold Path Class | `in -> out` |
| Share of layout cells above drive strength 1 | `0.652` |
| Final Max Slew Viols | `0` |
| FF/Latch Area | `0 um2` |
| Syn-to-layout area delta | `130%` |
| Cells after Synth | `27` |
| Vias | `261` |
| Drc violations | `0` |
| Initial DRT Pass Iterations | `4` |
| Drt initial violations | `16` |
| Post-route clock period utilization | `1.03` |
| Flop count | `0` |
| Clkbuf count | `0` |
| Worst setup EP type | `primary output` |
| Required time of the critical path | `1.04 ns` |
| Top cells by instance count after synthesis | `ha_1 (6), inv_1 (5), o22ai_1 (4), a21oi_1 (3)` |
| Core area | `3420 um2` |
| Area share, top type | `0.397` |
| Post-Place Cells | `88` |
| Hold Fails Final Rpt | `0` |
| Full die area | `6400 um2` |
| # diodes | `0` |
| Synth area leaders | `ha_1 (40%), o22ai_1 (13%), inv_1 (9.9%), a21oi_1 (7.9%), o21ai_0 (5.3%)` |
| VDD IR max | `0.0447 mV` |
| Largest driver fanout on the critical path | `5` |
| # IOs | `11` |
| Die width | `80 um` |
| Final Wtd Congestion | `0.729` |
| Fp util | `0.0553` |
| Yosys chip area | `189 um2` |
| First-pass GRT wire length | `between 1000 and 1500 um` |
| Synth warn | `1` |
-- timing repair --
item | CTS | global route
buffers inserted | 2 | 2
pin swaps | 10 | 2
gates resized | 51 | 5
hold buffers | 0 | 0
hold endpoints to repair | 0 | 0
setup endpoints to repair | 7 | 4
-- layer usage --
layer,share of wire,global-route usage
met2,0.46,0.0337
met4,0,0
met5,0,0
met1,0.48,0.0244
met3,0.063,0.00341
-- critical path: stages --
cell	delay (ns)
buf_8	0.08
buf_6	0.10
and2b_2	0.23
buf_6	0.11
a21oi_2	0.10
o22ai_1	0.08
buf_2	0.12
-- where the power goes --
group | leakage (nW) | switching [W] | internal (W)
clock | 0 | 0 | 0
sequential | 0 | 0 | 0
combinational | 0.204 | 0.0000520 | 0.0000703
total | 0.204 | 0.0000520 | 0.0000703
-- area by class of cell --
class              count  area (um2)
repair buffers        19         148
inverters              5        23.8
fillers              386        2980
well taps             46        57.6
multi-input cells     22         206
-- final timing paths --
check	from	endpoint	slack, ns	cells past startpoint
setup / recovery	data[1]	segmentos[1]	-0.04	7
hold / removal	data[3]	segmentos[4]	0.98	4
-- logic make-up after synthesis --
family                   count (synthesis)  synth area share
AND/OR/NAND/NOR                          4            0.0993
XOR/XNOR                                 1            0.0464
adder cells (fa/ha/maj)                  6             0.397
buffers and inverters                    5            0.0993
AND-OR/OR-AND                           11             0.358
-- per-stage QoR --
stage / setup TNS (ns) / hold slack [ns] / util / total power (W) / worst slack, ns
after floorplan: 0 / 0.545 / - / 0.0000363 / 0.304
after global placement: -5.34 / 1.58 / 0.113 / 0.000110 / -0.825
after detailed placement: -5.37 / 1.60 / 0.113 / 0.000111 / -0.820
after CTS: -0.0341 / 0.977 / 0.122 / 0.000116 / -0.0248
after global routing: -0.209 / 0.999 / 0.127 / 0.000135 / -0.0725
final: -0.100 / 0.976 / 0.127 / 0.000122 / -0.0391
-- cells in the final DEF (no fill, tap or decap), types with 2 or more instances in the layout --
| cell | count |
|---|---|
| a21oi_2 | 2 |
| buf_2 | 6 |
| buf_4 | 6 |
| buf_6 | 3 |
| ha_1 | 4 |
| inv_2 | 2 |
| inv_4 | 2 |
| nor2_2 | 2 |
| o21ai_1 | 2 |
| o22ai_1 | 4 |
Power is estimated from default activity; no workload was simulated.
